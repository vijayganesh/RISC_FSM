[design/flow/design.v]
`timescale 1ns / 1ps
module register_file (
    input clk,
    input we,  
    input [2:0] rd_addr1,
    input [2:0] rd_addr2,
    input [2:0] wr_addr,
    input [7:0] wr_data_alu,  
    input [7:0] wr_data_imm,  
    input reg_write_data_select,  
    output [7:0] rd_data1,
    output [7:0] rd_data2
);
reg [7:0] registers [0:7];
    assign rd_data1 = registers[rd_addr1];
    assign rd_data2 = registers[rd_addr2];
    always @(posedge clk) begin
        if (we) begin
            if (reg_write_data_select) begin
                registers[wr_addr] <= wr_data_imm;  
            end else begin
                registers[wr_addr] <= wr_data_alu;  
            end
        end
    end
endmodule
`timescale 1ns / 1ps
module alu (
    input [2:0] alu_control,
    input [7:0] a,
    input [7:0] b,
    output reg [7:0] result
);
    reg [7:0] temp_result;
    always @(*) begin
        case (alu_control)
            3'b000: temp_result = a + b;        
            3'b001: temp_result = a - b;        
            3'b010: temp_result = a & b;        
            3'b011: temp_result = a | b;        
            3'b100: temp_result = ~a;           
            default: temp_result = 8'bx;        
        endcase
        result = temp_result;
    end
endmodule
`timescale 1ns / 1ps
module control_unit (
    input clk,
    input rst,
    input [15:0] instruction,
    output reg alu_en,
    output reg reg_write_en,
    output reg [2:0] alu_control,
    output reg [2:0] dest_reg_sel,
    output reg [2:0] src_reg1_sel,
    output reg [2:0] src_reg2_sel,
    output reg reg_write_data_sel  
);
    localparam ADD_OPCODE = 3'b000;
    localparam SUB_OPCODE = 3'b001;
    localparam AND_OPCODE = 3'b010;
    localparam OR_OPCODE  = 3'b011;
    localparam NOT_OPCODE = 3'b100;
    localparam LOAD_IMM_OPCODE = 3'b101;
    localparam DEST_REG_START = 12;
    localparam SRC1_REG_START = 9;
    localparam SRC2_REG_START = 6;
    localparam REG_FIELD_WIDTH = 3;
    always @(posedge clk or posedge rst) begin
        if (rst) begin
            alu_en = 1'b0;
            reg_write_en = 1'b0;
            alu_control = 3'b000;
            dest_reg_sel = 3'b000;
            src_reg1_sel = 3'b000;
            src_reg2_sel = 3'b000;
            reg_write_data_sel = 1'b0;
        end else begin
            case (instruction[15:13])
                ADD_OPCODE: begin
                    alu_en = 1'b1;
                    reg_write_en = 1'b1;
                    alu_control = 3'b000;  
                    dest_reg_sel = instruction[DEST_REG_START:DEST_REG_START-REG_FIELD_WIDTH+1];
                    src_reg1_sel = instruction[SRC1_REG_START:SRC1_REG_START-REG_FIELD_WIDTH+1];
                    src_reg2_sel = instruction[SRC2_REG_START:SRC2_REG_START-REG_FIELD_WIDTH+1];
                    reg_write_data_sel = 1'b0;  
                end
                SUB_OPCODE: begin
                    alu_en = 1'b1;
                    reg_write_en = 1'b1;
                    alu_control = 3'b001;  
                    dest_reg_sel = instruction[DEST_REG_START:DEST_REG_START-REG_FIELD_WIDTH+1];
                    src_reg1_sel = instruction[SRC1_REG_START:SRC1_REG_START-REG_FIELD_WIDTH+1];
                    src_reg2_sel = instruction[SRC2_REG_START:SRC2_REG_START-REG_FIELD_WIDTH+1];
                    reg_write_data_sel = 1'b0;  
                end
                AND_OPCODE: begin
                    alu_en = 1'b1;
                    reg_write_en = 1'b1;
                    alu_control = 3'b010;  
                    dest_reg_sel = instruction[DEST_REG_START:DEST_REG_START-REG_FIELD_WIDTH+1];
                    src_reg1_sel = instruction[SRC1_REG_START:SRC1_REG_START-REG_FIELD_WIDTH+1];
                    src_reg2_sel = instruction[SRC2_REG_START:SRC2_REG_START-REG_FIELD_WIDTH+1];
                    reg_write_data_sel = 1'b0;  
                end
                OR_OPCODE: begin
                    alu_en = 1'b1;
                    reg_write_en = 1'b1;
                    alu_control = 3'b011;  
                    dest_reg_sel = instruction[DEST_REG_START:DEST_REG_START-REG_FIELD_WIDTH+1];
                    src_reg1_sel = instruction[SRC1_REG_START:SRC1_REG_START-REG_FIELD_WIDTH+1];
                    src_reg2_sel = instruction[SRC2_REG_START:SRC2_REG_START-REG_FIELD_WIDTH+1];
                    reg_write_data_sel = 1'b0;  
                end
                NOT_OPCODE: begin
                    alu_en = 1'b1;
                    reg_write_en = 1'b1;
                    alu_control = 3'b100;  
                    dest_reg_sel = instruction[DEST_REG_START:DEST_REG_START-REG_FIELD_WIDTH+1];
                    src_reg1_sel = instruction[SRC1_REG_START:SRC1_REG_START-REG_FIELD_WIDTH+1];
                    src_reg2_sel = 3'b000;  
                    reg_write_data_sel = 1'b0;  
                end
                LOAD_IMM_OPCODE: begin
                    alu_en = 1'b0;  
                    reg_write_en = 1'b1;
                    alu_control = 3'b000;  
                    dest_reg_sel = instruction[DEST_REG_START:DEST_REG_START-REG_FIELD_WIDTH+1];
                    src_reg1_sel = 3'b000;  
                    src_reg2_sel = 3'b000;  
                    reg_write_data_sel = 1'b1;  
                end
                default: begin
                    alu_en = 1'b0;
                    reg_write_en = 1'b0;
                    alu_control = 3'b000;
                    dest_reg_sel = 3'b000;
                    src_reg1_sel = 3'b000;
                    src_reg2_sel = 3'b000;
                    reg_write_data_sel = 1'b0;
                end
            endcase
        end
    end
endmodule
`timescale 1ns/1ps
module decoder (
    input [15:0] instruction,
    output reg [2:0] alu_op,
    output reg reg_write_enable,
    output reg [2:0] dest_reg_sel,
    output reg [2:0] src_reg1_sel,
    output reg [2:0] src_reg2_sel,
    output reg load_immediate,
    output reg [7:0] immediate_data
);
    localparam ADD_OPCODE = 3'b000;
    localparam SUB_OPCODE = 3'b001;
    localparam AND_OPCODE = 3'b010;
    localparam OR_OPCODE  = 3'b011;
    localparam NOT_OPCODE = 3'b100;
    localparam LOAD_IMM_OPCODE = 3'b101;
    localparam DEST_REG_START = 12;
    localparam SRC1_REG_START = 9;
    localparam SRC2_REG_START = 6;
    localparam IMM_DATA_START = 8;
    localparam REG_FIELD_WIDTH = 3;
    localparam IMM_DATA_WIDTH = 8;
    always @(*) begin
        alu_op = 3'bxxx;
        reg_write_enable = 1'b0;
        dest_reg_sel = 3'bxxx;
        src_reg1_sel = 3'bxxx;
        src_reg2_sel = 3'bxxx;
        load_immediate = 1'b0;
        immediate_data = 8'h00;
        case (instruction[15:13])
            ADD_OPCODE: begin
                alu_op = 3'b000;
                reg_write_enable = 1'b1;
                dest_reg_sel = instruction[DEST_REG_START:DEST_REG_START-REG_FIELD_WIDTH+1];
                src_reg1_sel = instruction[SRC1_REG_START:SRC1_REG_START-REG_FIELD_WIDTH+1];
                src_reg2_sel = instruction[SRC2_REG_START:SRC2_REG_START-REG_FIELD_WIDTH+1];
            end
            SUB_OPCODE: begin
                alu_op = 3'b001;
                reg_write_enable = 1'b1;
                dest_reg_sel = instruction[DEST_REG_START:DEST_REG_START-REG_FIELD_WIDTH+1];
                src_reg1_sel = instruction[SRC1_REG_START:SRC1_REG_START-REG_FIELD_WIDTH+1];
                src_reg2_sel = instruction[SRC2_REG_START:SRC2_REG_START-REG_FIELD_WIDTH+1];
            end
            AND_OPCODE: begin
                alu_op = 3'b010;
                reg_write_enable = 1'b1;
                dest_reg_sel = instruction[DEST_REG_START:DEST_REG_START-REG_FIELD_WIDTH+1];
                src_reg1_sel = instruction[SRC1_REG_START:SRC1_REG_START-REG_FIELD_WIDTH+1];
                src_reg2_sel = instruction[SRC2_REG_START:SRC2_REG_START-REG_FIELD_WIDTH+1];
            end
            OR_OPCODE: begin
                alu_op = 3'b011;
                reg_write_enable = 1'b1;
                dest_reg_sel = instruction[DEST_REG_START:DEST_REG_START-REG_FIELD_WIDTH+1];
                src_reg1_sel = instruction[SRC1_REG_START:SRC1_REG_START-REG_FIELD_WIDTH+1];
                src_reg2_sel = instruction[SRC2_REG_START:SRC2_REG_START-REG_FIELD_WIDTH+1];
            end
            NOT_OPCODE: begin
                alu_op = 3'b100;
                reg_write_enable = 1'b1;
                dest_reg_sel = instruction[DEST_REG_START:DEST_REG_START-REG_FIELD_WIDTH+1];
                src_reg1_sel = instruction[SRC1_REG_START:SRC1_REG_START-REG_FIELD_WIDTH+1];
                src_reg2_sel = 3'b000;  
            end
            LOAD_IMM_OPCODE: begin
                load_immediate = 1'b1;
                reg_write_enable = 1'b1;
                dest_reg_sel = instruction[DEST_REG_START:DEST_REG_START-REG_FIELD_WIDTH+1];
                immediate_data = instruction[IMM_DATA_START-1:IMM_DATA_START-IMM_DATA_WIDTH];
            end
            default: begin
            end
        endcase
    end
endmodule
module fetch (
    input clk,
    input rst,
    output reg [7:0] pc,  
    output wire [15:0] instruction
);
    instruction_memory imem_inst (
        .address(pc),
        .instruction(instruction)
    );
    always @(posedge clk or posedge rst) begin
        if (rst) begin
            pc <= 8'h00;  
        end else begin
            pc <= pc + 1;  
        end
    end
endmodule
`timescale 1ns/1ps
module instruction_memory (
    input [7:0] address,
    output reg [15:0] instruction
);
    reg [15:0] mem [0:255];  
    initial begin
          mem[0] = 16'b1010000001010101;  
        mem[1] = 16'b1010010000001100;  
        mem[2] = 16'b0000000000001000;  
        mem[3] = 16'b0010000000001000;  
        mem[4] = 16'b0100000000001000;  
        mem[5] = 16'b0110000000001000;  
        mem[6] = 16'b1000000000000000;  
        mem[7] = 16'b0000000000000000;
        mem[8] = 16'b0000000000000000;
        mem[9] = 16'b0000000000000000;
        mem[10] = 16'b0000000000000000;
        mem[11] = 16'b0000000000000000;
    end
    always @(address) begin
        instruction <= mem[address];
    end
endmodule
`timescale 1ns / 1ps
module top_level (
    input clk,
    input rst,
    output wire [15:0] current_instruction,
    output wire [7:0] program_counter_out,
    output wire [7:0] results
);
    wire [7:0] program_counter;
    wire [2:0] alu_control_wire;
    wire reg_write_en_wire;
    wire [2:0] dest_reg_sel_wire;
    wire [2:0] src_reg1_sel_wire;
    wire [2:0] src_reg2_sel_wire;
    wire reg_write_data_sel_wire;
    wire [7:0] reg_immediate_data_wire;
    wire alu_en_wire;
    wire [7:0] alu_result_wire;
    wire [7:0] rd_data1_wire;
    wire [7:0] rd_data2_wire;
    fetch fetch_unit (
        .clk(clk),
        .rst(rst),
        .pc(program_counter),
        .instruction(current_instruction)
    );
    control_unit control_unit_inst (
        .clk(clk),
        .rst(rst),
        .instruction(current_instruction),
        .alu_en(alu_en_wire),
        .reg_write_en(reg_write_en_wire),
        .alu_control(alu_control_wire),
        .dest_reg_sel(dest_reg_sel_wire),
        .src_reg1_sel(src_reg1_sel_wire),
        .src_reg2_sel(src_reg2_sel_wire),
        .reg_write_data_sel(reg_write_data_sel_wire)
    );
    decoder decoder_inst (
        .instruction(current_instruction),
        .alu_op(alu_control_wire),
        .reg_write_enable(reg_write_en_wire),
        .dest_reg_sel(dest_reg_sel_wire),
        .src_reg1_sel(src_reg1_sel_wire),
        .src_reg2_sel(src_reg2_sel_wire),
        .load_immediate(reg_write_data_sel_wire),
        .immediate_data(reg_immediate_data_wire)
    );
    alu alu_inst (
        .alu_control(alu_control_wire),
        .a(rd_data1_wire),
        .b(rd_data2_wire),
        .result(alu_result_wire)
    );
    register_file reg_file_inst (
        .clk(clk),
        .we(reg_write_en_wire),
        .rd_addr1(src_reg1_sel_wire),
        .rd_addr2(src_reg2_sel_wire),
        .wr_addr(dest_reg_sel_wire),
        .wr_data_alu(alu_result_wire),
        .wr_data_imm(reg_immediate_data_wire),
        .reg_write_data_select(reg_write_data_sel_wire),
        .rd_data1(rd_data1_wire),
        .rd_data2(rd_data2_wire)
    );
    assign program_counter_out = program_counter;
    assign results = alu_result_wire;
endmodule
[design/flow/config.mk]
export PLATFORM = sky130hd
export DESIGN_NAME = top_level
export DESIGN_NICKNAME = top_level
export VERILOG_FILES = /design/flow/design.v
export SDC_FILE = /design/flow/constraint.sdc
export NUM_CORES = 4
export LEC_CHECK = 1
export CORE_AREA = 10 10 70 70
export DIE_AREA = 0 0 80 80
export SYNTH_MEMORY_MAX_BITS = 65536
[design/flow/run.sh]
#!/bin/bash
# OpenROAD 26Q1-2900-gdf79404cd8, Yosys 0.63+post, stock flow scripts
make -C /OpenROAD-flow-scripts/flow DESIGN_CONFIG=/design/flow/config.mk WORK_HOME=/design/flow/orfs finish
[design/flow/constraint.sdc]
current_design top_level

set clk_period 1.7
set clk_io_pct 0.2

create_clock -name clk0 -period $clk_period [get_ports {clk}]

set non_clock_inputs [all_inputs -no_clocks]
set_input_delay [expr $clk_period * $clk_io_pct] -clock clk0 $non_clock_inputs
set_output_delay [expr $clk_period * $clk_io_pct] -clock clk0 [all_outputs]
==> metrics.sh <==
TOP_USAGE_LAYER='met2'
CTS-ROOT-BUF='clkbuf_4'
SYNTH_AREA_PER_CELL_UM2=9.43
TRITONCTS='done'
FIRST_PASS_GRT_WIRE_LENGTH_UM=2250
P_LEAK_uW=0.000460
FINAL_CELL_MIX='conb_1, buf_4, clkdlybuf4s50_1'
DOMINANTREGCELLSYNTH='dfrtp_1'
DRT_PRE_ANTENNA_ITERS=3
TIMING_HOLD_VIOLATIONS_FINAL=0
ROWS=21
FMAX_GHz=0.587
VDD_DROP_MAX_V=0.000136
PLACEABLECOREAREA_MM2=0.00342
AVGVIACOUNTPERCELL=3.35
SYNTHARSTFLOPSHARE=1.00
CRIT_BUF_INV=3
REGISTER_RANKED_FIRST_BY_FLIP_FLOP_COUNT='fetch_unit.pc'
YS_CHIP_AREA_UM2=594
GROUTE.USAGE.OVERALL=0.0443
SYN-CELL-AREA_UM2=594
GRT_ANTENNA_BEFORE_REPAIR=0
DIE_H_UM=80
DRIVE_GT1_FRAC=0.484
CAP_VIOL_MAX_COUNT=0
CTS_BUFFERS=3
DESIGN.PORTCOUNT=34
AREA.SEQUENTIAL_UM2=203
PATH_CELLS='inv_2 -> buf_6 -> ha_4 -> nor2b_4 -> a211oi_2 -> buf_2'
YS_FF=8
LOGIC_AREA_UM2=403
GRT_SETUP_UNREPAIRED='true'
SYNTHESIS.INSTANCES=63
CP-START-KIND='flop'
PATH_CLK_SLEW_PS=50
DR_TOTAL_VIAS=473
CP_SLOWEST_CELL='dfrtp_1'
SYN2LAYOUT_AREA_GROWTH_PCT=65.9
WORST-PATH-MAX-FANOUT=4
EDF_COUNT=0
USE_MET3=0.0330
YS.WARNINGS.COUNT=22
DIE_W_UM=80
RR_WORST_DEPTH=5
CLK-INSERTION-DELAY-LATE_PS=250
NUMBER_OF_LOGGED_TOOL_WARNINGS=32
R2R_START='fetch_unit.pc[1]'
DPL_HPWL_UM=1100
ANTENNA_CELLS_INSERTED=0
TIMING.SETUP.CRITICAL_PATH_CLASS='flop to output pin'
GLOBAL_ROUTE.OVERFLOW_TOTAL=0
ANTENNA_LEFT=0
WORST_PATH_LARGEST_CELL_DELAY_PS=390
SETUP_TNS_AFTER_FINAL_LAYOUT_PS=-2.17
FINAL-SETUP-VIOL-COUNT=1
YOSYSSEQAREASHARE=0.337
POWERDENSITY_mW_PER_MM2=344
GP_CONGESTION=0.765
VIA_COUNT_OF_THE_FIRST_GLOBAL_ROUTING_PASS=496
FINAL.MIN_CLOCK_PERIOD_PS=1700
TIMING.HOLD.WORST.CLASS='input port to asynchronous set/reset pin'
FAILED_CHECKS='setup timing'
POST_CTS_HOLD_BUFFER_COUNT=0
FLIP_FLOP_COUNT_OF_THE_LARGEST_REGISTER_AFTER_LAYOUT=8
LAYOUT_SKEW_PS=2.51
GRT_MAX_DEGREE=9
HOLD_SLACK_PS=335
FINAL_MIN_PERIOD_OVER_CLOCK_PERIOD=1.00
YOSYS.CELL_TYPES.COUNT=19
CLOCK-SINKS=8
REGTOREGENDPOINT='fetch_unit.pc[6]'
CTS-ROOT-TO-SINK-BUFFERS=2
ENDPOINT_KIND='output pin'
DRT_DRC_VIOLATIONS_LEFT=0
GROUTE.LAYER.MET1.USAGE=0.0468
LAYOUT_TOP_CELL_EXCL_FILL_TAP='conb_1'
DESIGN.DIE.AREA_MM2=0.00640
ARRIVAL_PS=1360
TIMING.CRITICAL_PATH.REQUIRED_PS=1360
POST-ROUTE-WORST-SETUP-SLACK_PS=-2.17
FF2FF_SETUP_SLACK_PS=550
HTREEDEPTH=1
FILLERS=348
GRT.MET2_USAGE=0.0730
NUMBER_OF_CELL_INSTANCES_AFTER_YOSYS_SYNTHESIS=63
OUTCOME='finished with violations'
STARTING_DENSITY_OF_THE_CORE=0.174
WL_PER_CELL_UM=11.1
FINAL_ROUTED_WIRELENGTH_UM=1570
DRT_ITER0_DRC=51
PINS_OVER_SLEW_LIMIT=0
BIGGEST_REGS='fetch_unit.pc x8'
TIMING.CRITICAL_PATH.MAX_DELAY_FAMILY='flip-flops'
PORT_BUFFERS=18
Yosys cell counts, types with 2 or more instances:
cell type  instances  area [µm²]
nand3_1            2        10.0
ha_1               6        75.1
nor2_1             5        18.8
buf_2              2        10.0
inv_1              3        11.3
a21oi_1            2        10.0
xor2_1             3        26.3
buf_4             17         128
nand2_1            2        7.51
nor3b_1            3        22.5
xnor2_1            3        26.3
dfrtp_1            8         200
kinds of logic after synthesis:
logic type	Yosys count	synth area share
AOI/OAI and AO/OA	3	0.0295
xor gates and xnor gates	6	0.0884
adders and majority gates	6	0.126
buffers and inverters	22	0.251
DFF	8	0.337
other	1	0.00631
and+or+nand+nor	17	0.162
worst max path at each step:
| stage | from | to | slack, ps | cells after the start |
|---|---|---|---|---|
| after CTS | fetch_unit.pc[1] | current_instruction[15] | -150 | 6 |
| after global routing | fetch_unit.pc[1] | current_instruction[13] | -90 | 7 |
| final | fetch_unit.pc[0] | current_instruction[3] | -2 | 6 |
metrics by stage:
stage / util / power (µW) / instances / setup WS [ps] / instance area [µm²]
floorplan: - / 221 / 77 / 324 / 647
global placement: 0.232 / 204 / 128 / -127 / 792
detailed placement: 0.232 / 203 / 128 / -100 / 792
CTS: 0.251 / 349 / 134 / -146 / 856
global route: 0.289 / 365 / 141 / -85.2 / 986
finish: 0.289 / 340 / 141 / -2.17 / 986
layer usage:
layer  vias to the layer above  routed length [µm]
met3                         0                 151
met5                         -                   0
met1                       225                 692
li1                        231                   -
met2                        17                 726
met4                         0                   0
area by class of cell:
cell class | instances | area share
clock buffers | 3 | 0.0228
multi-input cells | 47 | 0.409
repair buffers | 34 | 0.286
flip-flops and latches | 8 | 0.206
inverters | 3 | 0.0190
well taps | 46 | 0.0584
where the power goes:
part           switching [µW]  internal (µW)
clock network            60.3           80.5
logic                    5.99           2.14
registers                   0            191
total                    66.3            273
repair_timing:
action	4_1_cts	5_1_grt
cloned	0	0
pin swaps	4	7
gates resized	27	31
buffers inserted	3	7
endpoints found under the setup margin	11	11
Power figures rest on the tool's default switching activity, not on a simulated workload.
